--- ./config.mk ---
export PLATFORM = sky130hd
export DESIGN_NAME = id_ex
export DESIGN_NICKNAME = id_ex
export VERILOG_FILES = /design/flow/design.v
export SDC_FILE = /design/flow/constraint.sdc
export NUM_CORES = 4
export LEC_CHECK = 1
export CORE_AREA = 10 10 211 211
export DIE_AREA = 0 0 221 221
--- ./constraint.sdc ---
current_design id_ex

set clk_period 1.0
set clk_io_pct 0.2

create_clock -name clk0 -period $clk_period [get_ports {clk}]

set non_clock_inputs [all_inputs -no_clocks]
set_input_delay [expr $clk_period * $clk_io_pct] -clock clk0 $non_clock_inputs
set_output_delay [expr $clk_period * $clk_io_pct] -clock clk0 [all_outputs]
--- ./design.v ---
package lc3b_types;
typedef logic [15:0] lc3b_word;
typedef logic  [7:0] lc3b_byte;
typedef logic  [8:0] lc3b_offset9;
typedef logic  [5:0] lc3b_offset6;
typedef logic	[10:0] lc3b_offset11;
typedef logic	[4:0] lc3b_imm5;
typedef logic	[3:0] lc3b_imm4;
typedef logic  [2:0] lc3b_reg;
typedef logic  [2:0] lc3b_nzp;
typedef logic  [1:0] lc3b_mem_wmask;
typedef logic	[127:0] mem_bus;
typedef enum bit [3:0] {
    op_add  = 4'b0001,
    op_and  = 4'b0101,
    op_br   = 4'b0000,
    op_jmp  = 4'b1100,    
    op_jsr  = 4'b0100,    
    op_ldb  = 4'b0010,
    op_ldi  = 4'b1010,
    op_ldr  = 4'b0110,
    op_lea  = 4'b1110,
    op_not  = 4'b1001,
    op_rti  = 4'b1000,
    op_shf  = 4'b1101,
    op_stb  = 4'b0011,
    op_sti  = 4'b1011,
    op_str  = 4'b0111,
    op_trap = 4'b1111
} lc3b_opcode;
typedef enum bit [3:0] {
    alu_add,
    alu_and,
    alu_not,
    alu_pass,
    alu_sll,
    alu_srl,
    alu_sra
} lc3b_aluop;
typedef struct packed {
	lc3b_opcode opcode;
	lc3b_aluop aluop;
	logic load_cc;
	logic load_regfile;
	logic [2:0] alu_mux_sel;
	logic offset_mux_sel;
	logic [1:0] pc_mux_sel;
	logic sr1_mux_sel;
	logic sr2_mux_sel;
	logic [2:0] data_mux_sel;
	logic dest_mux_sel;
	logic [1:0] addr_mux_sel;
	logic [1:0] wdata_mux_sel;
	logic d_cache_read;
	logic d_cache_write;
	logic ldi_mux_sel;
	logic br_code;
	logic reg_load;
	logic stall;
} lc3b_control_word;
endpackage : lc3b_types
import lc3b_types::*;
module id_ex
(
	input clk,
	input load,
	input logic [15:0] PC_reg_in, SR1_reg_in, SR2_reg_in, 
					imm4_reg_in, imm5_reg_in, adj6_reg_in, 
					adj9_reg_in, adj11_reg_in, offset6_reg_in, 
					trapvect8_reg_in, cword_reg_in,
	input logic [2:0] dest_reg_in,
	output logic [15:0] PC_reg_out, SR1_reg_out, SR2_reg_out, 
					imm4_reg_out, imm5_reg_out, adj6_reg_out, 
					adj9_reg_out, adj11_reg_out, offset6_reg_out, 
					trapvect8_reg_out, cword_reg_out,
	output logic [2:0] dest_reg_out
);
register PC_reg
(
	.clk,
	.load(load),
	.in(PC_reg_in),
	.out(PC_reg_out)
);
register SR1_reg
(
	.clk,
	.load(load),
	.in(SR1_reg_in),
	.out(SR1_reg_out)
);
register SR2_reg
(
	.clk,
	.load(load),
	.in(SR2_reg_in),
	.out(SR2_reg_out)
);
register imm4_reg
(
	.clk,
	.load(load),
	.in(imm4_reg_in),
	.out(imm4_reg_out)
);
register imm5_reg
(
	.clk,
	.load(load),
	.in(imm5_reg_in),
	.out(imm5_reg_out)
);
register adj6_reg
(
	.clk,
	.load(load),
	.in(adj6_reg_in),
	.out(adj6_reg_out)
);
register adj9_reg
(
	.clk,
	.load(load),
	.in(adj9_reg_in),
	.out(adj9_reg_out)
);
register adj11_reg
(
	.clk,
	.load(load),
	.in(adj11_reg_in),
	.out(adj11_reg_out)
);
register offset6_reg
(
	.clk,
	.load(load),
	.in(offset6_reg_in),
	.out(offset6_reg_out)
);
register #(.width(3)) dest_reg
(
	.clk,
	.load(load),
	.in(dest_reg_in),
	.out(dest_reg_out)
);
register trapvect8_reg
(
	.clk,
	.load(load),
	.in(trapvect8_reg_in),
	.out(trapvect8_reg_out)
);
register #(.width(31)) cword_reg
(
	.clk,
	.load(load),
	.in(cword_reg_in),
	.out(cword_reg_out)
);
endmodule : id_ex
module register #(parameter width = 16)
(
    input clk,
    input load,
    input [width-1:0] in,
    output logic [width-1:0] out
);
logic [width-1:0] data;
initial
begin
    data = 1'b0;
end
always_ff @(posedge clk)
begin
    if (load)
    begin
        data = in;
    end
end
always_comb
begin
    out = data;
end
endmodule : register
--- ./run.sh ---
#!/bin/bash
# OpenROAD 26Q1-2900-gdf79404cd8, Yosys 0.63+post, stock flow scripts
make -C /OpenROAD-flow-scripts/flow DESIGN_CONFIG=/design/flow/config.mk WORK_HOME=/design/flow/orfs finish
==> results.json <==
{
  "outcome": "complete, but fails checks",
  "violations": "negative setup slack",
  "grt_pass1_wl_mm": 27.5,
  "ys_area_um2": 5380,
  "p_per_area_nw_per_um2": 1800,
  "ys_cells": 179,
  "dr.pass1.iters": 4,
  "cts_max_level": 4,
  "ant_nets": 0,
  "coreArea_um2": 39800,
  "p_clk_share_pct": 38.8,
  "clock_tree.root_cell": "clkbuf_16",
  "end_kind": "output pin",
  "antenna_found_initial": 1,
  "grt_pass1_vias": 3737,
  "power_frac_seq_pct": 52.5,
  "slew_headroom_pct": 76.7,
  "die-area_um2": 48800,
  "path_class": "reg2out",
  "crit_arrival_ps": 1200,
  "clkSlewWorstSetupHoldPaths_ps": 70,
  "min_period_ps": 1400,
  "final_util_pct": 24.1,
  "fp_util_pct": 13.5,
  "top_cells_by_area": "edfxtp_1 100%",
  "cap_violations": 0,
  "gp_congestion": 0.820,
  "clock.fmax_ghz": 0.716,
  "drt_iter0_markers": 221,
  "cp-start-kind": "register",
  "slew_viol_final": 0,
  "rsz0062_at_grt": "yes",
  "io_pins": 360,
  "ys_seq_share_pct": 100,
  "crit_path_cell_trace": "buf_2",
  "area_growth_pct": 78.6,
  "worst-path-buf-inv": 1,
  "p_leak_uw": 0.00361,
  "std_cell_rows": 73,
  "comb_power_share_pct": 8.7,
  "grt-ovfl-total": 0,
  "tns_ps": -24730,
  "crit_slowest_cell": "edfxtp_1",
  "port_buffers": 359,
  "avgSynthCellArea_um2": 30.0,
  "combGateArea_um2": 0,
  "min-delay-path-class": "in2reg",
  "cts_inserted_buffers": 17,
  "swShare_pct": 21.7,
  "yosys.area.top_type_share_pct": 100,
  "lay_top_cells": "179 x edfxtp_1, 179 x clkdlybuf4s50_1, 179 x buf_2",
  "critPathTopFamily": "flip-flops",
  "cts_tree": "done",
  "ys_types": 1,
  "fin_crit_sh_pct": 140,
  "viasPerCell": 2.98,
  "die_w_um": 221,
  "clockBufferDepth": 2,
  "yosysWarnings": 5,
  "setup_viol": 179,
  "drive_above_1_share_pct": 40.3,
  "drc": 0,
  "path_max_fanout": 1,
  "synth_area_um2": 5380,
  "routed_wl_mm": 19.3,
  "nMultiInputCombCells": 0,
  "grt_max_degree": 21,
  "cp.required_ps": 800,
  "final_area_um2": 9600,
  "chipHeight_um": 221,
  "nFillCells": 4172,
  "finalHoldViolCount": 0,
  "track_usage_pct": 7.87,
  "numSynthFlops": 179,
  "cpPeakStageDelay_ps": 550,
  "synthCells": 179,
  "vias": 3359,
  "largest_area_cell": "edfxtp_1",
  "warnings": 27,
  "tightest_slew_ps": 349,
  "dpl.hpwl_mm": 16.0,
  "clock-sinks": 179,
  "power_switching_uw": 3730,
  "timing.final.ws_setup_ps": -397,
  "cts_setup_buffers": 0,
  "internal-power_uw": 13500,
  "vdd_drop_max_v": 0.00114,
  "postCtsHoldBufs": 0,
  "avgRoutedWirePerCell_um": 17.1,
  "placed_cell_area_um2": 9900
}
through the flow:
stage	hold slack [ps]	instances	power (uW)	worst slack, ps
detailed placement	607	1093	11400	-350
global placement	602	1093	11300	-362
global route	99.2	1125	18100	-510
CTS	85.4	1125	17700	-512
floorplan	299	179	9070	501
finish	138	1126	17200	-397
flip-flops by register name, summed over array words and instances (netlist names):
signal,flops
dest_reg.data,3
imm5_reg.data,16
imm4_reg.data,16
PC_reg.data,16
SR2_reg.data,16
trapvect8_reg.data,16
adj9_reg.data,16
SR1_reg.data,16
cword_reg.data,16
adj6_reg.data,16
offset6_reg.data,16
adj11_reg.data,16
final cells by class:
cell class / instances / area, um^2 / area share (%)
diodes: 1 / 2.50 / 0.0261
clock buffers: 17 / 425 / 4.43
clock inverters: 15 / 165 / 1.72
flip-flops and latches: 179 / 5380 / 56.0
well taps: 525 / 657 / 6.84
repair buffers: 389 / 2970 / 31.0
power groups by stage:
stage	Clock (uW)	Sequential [uW]	Combinational [uW]
after CTS	7060	9080	1560
final	6690	9060	1490
after global routing	7350	9130	1650
routing by layer:
layer  GRT usage, %  share of wire (%)  vias up
li1               -                  -     1549
met1           9.76                 40     1546
met2           10.9                 42      249
met3           6.15                 16       15
met4           1.14                1.6        0
met5              0                  0        -
cells in the mapped netlist (all sizes together):
cell type  number
edfxtp        179
cells by family (layout without fill, tap and decap cells):
family	after synthesis	after routing	share of synthesized area (%)
buf+inv	0	421	0
flops	179	179	100
other cells	0	1	0
worst paths after layout:
| kind | start | slack (ps) | cells past startpoint | to |
|---|---|---|---|---|
| worst max-delay path | adj9_reg.data[2] | -400 | 1 | adj9_reg_out[2] |
| worst min-delay path | load | 140 | 2 | PC_reg.data[7] |
timing repair:
| action | 4_1_cts | 5_1_grt |
|---|---|---|
| endpoints found under the hold margin | 0 | 0 |
| setup endpoints to repair | 179 | 179 |
| resized | 577 | 0 |
Power is estimated from default activity; no workload was simulated.
