==> ./design.v <==
package lc3b_types;
typedef logic [15:0] lc3b_word;
typedef logic  [7:0] lc3b_byte;
typedef logic  [8:0] lc3b_offset9;
typedef logic  [5:0] lc3b_offset6;
typedef logic	[10:0] lc3b_offset11;
typedef logic	[4:0] lc3b_imm5;
typedef logic	[3:0] lc3b_imm4;
typedef logic  [2:0] lc3b_reg;
typedef logic  [2:0] lc3b_nzp;
typedef logic  [1:0] lc3b_mem_wmask;
typedef logic	[127:0] mem_bus;
typedef enum bit [3:0] {
    op_add  = 4'b0001,
    op_and  = 4'b0101,
    op_br   = 4'b0000,
    op_jmp  = 4'b1100,    
    op_jsr  = 4'b0100,    
    op_ldb  = 4'b0010,
    op_ldi  = 4'b1010,
    op_ldr  = 4'b0110,
    op_lea  = 4'b1110,
    op_not  = 4'b1001,
    op_rti  = 4'b1000,
    op_shf  = 4'b1101,
    op_stb  = 4'b0011,
    op_sti  = 4'b1011,
    op_str  = 4'b0111,
    op_trap = 4'b1111
} lc3b_opcode;
typedef enum bit [3:0] {
    alu_add,
    alu_and,
    alu_not,
    alu_pass,
    alu_sll,
    alu_srl,
    alu_sra
} lc3b_aluop;
typedef struct packed {
	lc3b_opcode opcode;
	lc3b_aluop aluop;
	logic load_cc;
	logic load_regfile;
	logic [2:0] alu_mux_sel;
	logic offset_mux_sel;
	logic [1:0] pc_mux_sel;
	logic sr1_mux_sel;
	logic sr2_mux_sel;
	logic [2:0] data_mux_sel;
	logic dest_mux_sel;
	logic [1:0] addr_mux_sel;
	logic [1:0] wdata_mux_sel;
	logic d_cache_read;
	logic d_cache_write;
	logic ldi_mux_sel;
	logic br_code;
	logic reg_load;
	logic stall;
} lc3b_control_word;
endpackage : lc3b_types
import lc3b_types::*;
module mem_wb
(
	input clk,
	input load,
	input logic [15:0] PC_reg_in, ALU_reg_in,
				   cword_reg_in, d_rdata_reg_in,
					addr_reg_in, ldb_shift_reg_in,
	input logic [2:0] dest_reg_in,
	output logic [15:0] PC_reg_out, ALU_reg_out,
				   cword_reg_out, d_rdata_reg_out,
					addr_reg_out, ldb_shift_reg_out,
	output logic [2:0] dest_reg_out
);
register PC_reg
(
	.clk,
	.load(load),
	.in(PC_reg_in),
	.out(PC_reg_out)
);
register ALU_reg
(
	.clk,
	.load(load),
	.in(ALU_reg_in),
	.out(ALU_reg_out)
);
register addr_reg
(
	.clk,
	.load(load),
	.in(addr_reg_in),
	.out(addr_reg_out)
);
register #(.width(3)) dest_reg
(
	.clk,
	.load(load),
	.in(dest_reg_in),
	.out(dest_reg_out)
);
register d_rdata_reg
(
	.clk,
	.load(load),
	.in(d_rdata_reg_in),
	.out(d_rdata_reg_out)
);
register LDB_reg
(
	.clk,
	.load(load),
	.in(ldb_shift_reg_in),
	.out(ldb_shift_reg_out)
);
register #(.width(31)) cword_reg
(
	.clk,
	.load(load),
	.in(cword_reg_in),
	.out(cword_reg_out)
);
endmodule : mem_wb
module register #(parameter width = 16)
(
    input clk,
    input load,
    input [width-1:0] in,
    output logic [width-1:0] out
);
logic [width-1:0] data;
initial
begin
    data = 1'b0;
end
always_ff @(posedge clk)
begin
    if (load)
    begin
        data = in;
    end
end
always_comb
begin
    out = data;
end
endmodule : register
==> ./run.sh <==
#!/bin/bash
# OpenROAD 26Q1-2900-gdf79404cd8, Yosys 0.63+post, stock flow scripts
make -C /OpenROAD-flow-scripts/flow DESIGN_CONFIG=/design/flow/config.mk WORK_HOME=/design/flow/orfs finish
==> ./config.mk <==
export PLATFORM = sky130hd
export DESIGN_NAME = mem_wb
export DESIGN_NICKNAME = mem_wb
export VERILOG_FILES = /design/flow/design.v
export SDC_FILE = /design/flow/constraint.sdc
export NUM_CORES = 4
export LEC_CHECK = 1
export CORE_UTILIZATION = 50
==> ./constraint.sdc <==
current_design mem_wb

set clk_period 1.0
set clk_io_pct 0.2

create_clock -name clk0 -period $clk_period [get_ports {clk}]

set non_clock_inputs [all_inputs -no_clocks]
set_input_delay [expr $clk_period * $clk_io_pct] -clock clk0 $non_clock_inputs
set_output_delay [expr $clk_period * $clk_io_pct] -clock clk0 [all_outputs]
==> results.txt <==
This note records the results obtained with Yosys and OpenROAD.

Status
The run stopped with a tool error. The stage where the flow stopped is detailed placement (3_5_place_dp). The tool reported: "[ERROR DPL-0036] Detailed placement failed".

Die
From left edge to right edge, the die measures 79.1 um. In this run the count of I/O pins placed on the die edge is 200. The effective utilization at floorplan is 0.530. The number of placement rows is 27. The vertical extent of the die is just under 80 um.

Synthesis
The number of storage elements in the synthesis netlist is around 99. The number of cells in the yosys synthesis report is 99. Synthesis produced a netlist whose cell count is 99. Per Yosys stat, the portion of area used by sequential elements is 1.00.

After synthesis, the most frequently instantiated cells are edfxtp_1 (99). The count of flip-flops with a built-in enable after synthesis is 99. In this run, distinct cell masters in the synthesized netlist total 1. The predominant post-synthesis flop cell is edfxtp_1. Of the post-synthesis cell area, the dominant cell type holds 1.00. The synthesis stats list as the most numerous cell edfxtp_1.

The synthesis report lists the Yosys warning total as 5. The cell area that synthesis handed to floorplanning was 2970 um^2. The main area contributors are edfxtp_1 (100%). The post-synthesis cell type with the largest combined area is edfxtp_1.

The fraction of synthesis flops using an asynchronous set or reset pin is 0. The chip area line of the yosys report is 2970 um^2. The average footprint of a synthesized cell is 30.0 um^2.

Place
The weighted congestion reported at the end of routability-driven placement is 0.790. The count of port buffers added during placement is 199.
-- metrics by stage --
step / TNS [ns] / total power [mW] / setup WS, ns / cell area [um^2]
global placement: -0.00932 / 6.11 / -0.00932 / 5120
floorplan: 0 / 5.02 / 0.501 / 2970
-- cells by family after synthesis --
family / after synthesis / share of synthesized area
flops: 99 / 1.00
Power figures rest on the tool's default switching activity, not on a simulated workload.
